==> /design/flow/design.v <==
module dm_4k( addr, din, DMWr, clk, dout);
   input  [31:0] addr;
   input  [31:0] din;
   input         DMWr;
   input         clk;
   output [31:0] dout;
   reg [31:0] dmem[127:0];
   initial
   begin
    dmem[0]=32'h00000002;
    dmem[1]=32'h00000004;
    dmem[2]=32'h00000008;
    dmem[3]=32'h00000003;
   end
   always @(posedge clk)
    begin
      if (DMWr)
         dmem[addr] <= din;
   end  
   assign dout = dmem[addr];
endmodule    
==> /design/flow/run.sh <==
#!/bin/bash
# OpenROAD 26Q1-2900-gdf79404cd8, Yosys 0.63+post, stock flow scripts
make -C /OpenROAD-flow-scripts/flow DESIGN_CONFIG=/design/flow/config.mk WORK_HOME=/design/flow/orfs finish
==> /design/flow/config.mk <==
export PLATFORM = sky130hd
export DESIGN_NAME = dm_4k
export DESIGN_NICKNAME = dm_4k
export VERILOG_FILES = /design/flow/design.v
export SDC_FILE = /design/flow/constraint.sdc
export NUM_CORES = 4
export LEC_CHECK = 1
export CORE_UTILIZATION = 40
==> /design/flow/constraint.sdc <==
current_design dm_4k

set clk_period 63.8
set clk_io_pct 0.2

create_clock -name clk0 -period $clk_period [get_ports {clk}]

set non_clock_inputs [all_inputs -no_clocks]
set_input_delay [expr $clk_period * $clk_io_pct] -clock clk0 $non_clock_inputs
set_output_delay [expr $clk_period * $clk_io_pct] -clock clk0 [all_outputs]
==> out/qor.yml <==
outcome:
  status: "completed"
power_and_ir_drop:
  p_per_area_mw_per_mm2: 31.8
  power_w: 0.00571
  p_leak_nw: 54.9
  peakVddDrop_uv: 23.5
synth:
  ys_cells: 8922
  netlist_instances: 8922
  ys_chip_area_mm2: 0.157
  ys_warn_count: 1
  logic_family: "AND-OR/OR-AND gates"
  ys_sh_xor_pct: 0
  ys_seq_share_pct: 78.5
  edf_count: 4096
  synthAoiAreaFrac_pct: 12.9
  ys_ff: 4096
  syn-cell-area_mm2: 0.157
  yosysUniqueCellTypes: 75
  ff_type: "edfxtp_1"
  mux_share_pct: 3.82
  avgSynthCellArea_um2: 17.6
  ys_async_sr_fraction_pct: 0
  ys_sh_adder_pct: 0
  ys_sh_simple_pct: 2.74
cts:
  clockBufferDepth: 4
  cts_resized: 0
  numCtsBuffers: 414
  cts.sinks: 4096
  holdBufCountCts: 0
  tritoncts: "built"
  clk_pin_slew_ns: 0.06
  cts-root-buf: "clkbuf_16"
  postCtsSetupBuffers: 0
  cts_max_level: 5
detailed_routing:
  wl_per_cell_um: 37.0
  drcViolationCount: 0
  dr.first_iter.drc_count: 7372
  via_per_inst: 6.31
  vias: 93360
  drtAntennaViolNets: 0
  firstDrtPassIters: 25
  routed_wl_um: 548000
layout:
  regMostFlops: "dmem"
  syn_to_final_growth_pct: 14.5
  layout-drive-gt1-share_pct: 17.8
  stdcell_count: 14807
  top_regs: "dmem (4096)"
  largest_reg_flops: 4096
final_timing:
  fin_ws_ns: 31.35
  rsz0062_at_grt: "false"
  setup_tns_ns: 0
  slew_viol_final: 0
  hold_violations: 0
  fin_crit_ns: 32.45
  slew_headroom_pct: 14.5
  tightest_slew_ns: 1.27
  setup_violations: 0
  timing.fmax_mhz: 30.8
  finalCritPeriodShare_pct: 50.9
critical_path:
  cp.arrival_ns: 19.69
  critPathSlowestCell: "and2_4"
  critPathMaxFanout: 48
  cp-end-kind: "output pin"
  cp_top_family: "buffers and inverters"
  cp_cell_sequence: "buf_8 -> buf_4 -> buf_4 -> and2_4 -> buf_4 -> buf_4 -> buf_4 -> a221oi_1 -> o22ai_1 -> a22oi_1 -> nand4_1 -> or4_1 -> clkdlybuf4s50_1"
  start_kind: "input pin"
  slowest_delay_ns: 0.70
  crit_type: "input pin to output pin"
  critPathBufInv: 7
  cp.required_ns: 51.04
  cp_common_cell: "buf_4"
job:
  drv_cap: 0
  warnings: 55
floorplan:
  ios: 98
  rows: 229
  die_width_um: 628
  dieHeight_um: 628
  fp_util_pct: 40.2
  dieArea_mm2: 0.394
  coreArea_mm2: 0.389
place:
  dpl_worst_slack_ns: 31.65
  gp_congestion: 0.976
  placedCellCount: 13977
  place_hpwl_um: 323000
  io_buffer_count: 72
global_routing:
  grt_util_all_layers_pct: 30.4
  antenna_found_initial: 59
  grt_pass1_vias: 98054
  grt_max_degree: 105
  grt-ovfl-total: 0
  grt_pass1_wl_um: 755000
hold_path:
  hold_path_class: "input pin to flop"
where the power goes:
part           switching (W)  leakage, nW  internal [W]
Combinational       0.000276         11.7     0.0000900
Clock                0.00102         6.43       0.00135
Sequential        0.00000220         36.8       0.00297
Total                0.00130         54.9       0.00441
layout by cell type, fill, tap and decap left out, types with 127 or more instances in the layout:
master / instances
mux2_2: 277
a22oi_1: 468
nor2_1: 162
o22ai_1: 170
edfxtp_1: 4096
buf_4: 532
mux2i_1: 127
a21oi_1: 425
o21ai_0: 320
nor2_4: 128
clkbuf_16: 424
a221oi_1: 844
nand2_1: 231
Yosys cell counts, types with 9 or more instances:
cell type,number,area share [%]
nand3_1,27,0.086
buf_1,135,0.32
o32ai_1,13,0.073
nor2b_1,108,0.43
a21oi_1,425,1.4
o221a_2,10,0.072
nand2b_1,22,0.088
o311a_1,9,0.058
nand3b_1,31,0.15
o2111a_1,10,0.072
a22o_1,43,0.24
mux2_2,277,2.0
a211oi_1,43,0.21
a21o_1,15,0.072
o2111ai_1,17,0.095
o2bb2ai_1,25,0.14
edfxtp_1,4096,79
a222oi_1,44,0.28
o22a_1,31,0.17
nor2_1,290,0.70
or4_1,13,0.062
clkbuf_1,324,0.78
or2_2,16,0.064
nand2_1,241,0.58
a211o_1,19,0.11
and3_1,14,0.056
a31oi_1,21,0.084
o22ai_1,170,0.68
mux4_2,70,1.0
o221ai_1,49,0.27
nor3_1,43,0.14
a221o_1,64,0.41
o21ai_0,324,1.0
nor4_1,9,0.036
buf_4,26,0.12
a221oi_1,847,4.7
nand4_1,14,0.056
o211ai_1,17,0.081
nand4b_1,9,0.050
buf_2,239,0.76
a22oi_1,468,2.2
mux2i_1,127,0.81
metrics by stage:
| stage | hold slack (ns) | util [%] | instance area [um2] |
|---|---|---|---|
| 4_1_cts | 12.02 | 46.0 | 179000 |
| 2_1_floorplan | 12.86 | - | 157000 |
| 6_report | 12.04 | 46.0 | 179000 |
| 3_5_place_dp | 13.03 | 42.6 | 166000 |
| 5_1_grt | 12.04 | 46.0 | 179000 |
| 3_3_place_gp | 13.03 | 42.6 | 166000 |
worst paths after layout:
| path | from | to | slack [ns] | cells past startpoint |
|---|---|---|---|---|
| max | addr[0] | dout[0] | 31.35 | 13 |
| min | din[5] | dmem[17][5] | 12.04 | 1 |
metal layers:
| layer | vias to the layer above | wire [um] | share of wire, % | global-route usage [%] |
|---|---|---|---|---|
| met3 | 1367 | 123000 | 22 | 30.1 |
| met4 | 100 | 35100 | 6.4 | 15.1 |
| met2 | 8119 | 232000 | 42 | 40.1 |
| met1 | 45652 | 153000 | 28 | 29.9 |
| li1 | 38122 | - | - | - |
| met5 | - | 4820 | 0.88 | 11.0 |
kinds of logic (layout without fill, tap and decap cells):
kind of cell | count (synthesis) | after routing
muxes | 476 | 476
other | 0 | 80
AOI/OAI and AO/OA | 2731 | 2731
DFF | 4096 | 4096
buffers and inverters | 734 | 1342
and+or+nand+nor | 885 | 885
cell type report:
cell class                      count  area [um2]
Inverter                            7        50.0
Fill cell                       31733      210000
Tap cell                         5197        6500
Clock inverter                    252        2240
Sequential cell                  4096      123000
Timing Repair Buffer              585        4670
Antenna cell                       80         200
Clock buffer                      498       10900
Multi-Input combinational cell   4092       31700
Power and IR drop assume default switching activity.
