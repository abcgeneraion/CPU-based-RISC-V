$ cat flow/design.v
module RF( A1, A2, A3, WD, clk, RFWr, RD1, RD2 );
   input  [4:0]  A1, A2, A3;
   input  [31:0] WD;
   input         clk;
   input         RFWr;
   output [31:0] RD1, RD2;
   reg [31:0] rf[31:0];
   always @(posedge clk) begin
      if (RFWr)
         rf[A3] <= WD;
      end  
   assign RD1 = (A1 == 0) ? 32'd0 : rf[A1];
   assign RD2 = (A2 == 0) ? 32'd0 : rf[A2];
endmodule
$ cat flow/run.sh
#!/bin/bash
# OpenROAD 26Q1-2900-gdf79404cd8, Yosys 0.63+post, stock flow scripts
make -C /OpenROAD-flow-scripts/flow DESIGN_CONFIG=/design/flow/config.mk WORK_HOME=/design/flow/orfs finish
$ cat flow/config.mk
export PLATFORM = sky130hd
export DESIGN_NAME = RF
export DESIGN_NICKNAME = RF
export VERILOG_FILES = /design/flow/design.v
export SDC_FILE = /design/flow/constraint.sdc
export NUM_CORES = 4
export LEC_CHECK = 1
export CORE_UTILIZATION = 40
$ cat flow/constraint.sdc
current_design RF

set clk_period 7.4
set clk_io_pct 0.2

create_clock -name clk0 -period $clk_period [get_ports {clk}]

set non_clock_inputs [all_inputs -no_clocks]
set_input_delay [expr $clk_period * $clk_io_pct] -clock clk0 $non_clock_inputs
set_output_delay [expr $clk_period * $clk_io_pct] -clock clk0 [all_outputs]
==> GITHUB_STEP_SUMMARY <==
### Yosys + OpenROAD results

| Metric | Value |
|---|---|
| Sequential Power Share | `between 50 and 60%` |
| Hold path depth | `2` |
| Pin count of the biggest net entering global routing | `73` |
| DP Worst Slack | `0.846 ns` |
| Share of cells above drive strength 1 | `between 20% and 30%` |
| Total die size | `between 100000 and 150000 sq um` |
| Maximum VDD drop | `202 uV` |
| Worst Path Arrival | `5.25 ns` |
| Max_cap viols | `0` |
| Postcts setup bufs | `0` |
| Syn Inst Count | `2400` |
| Num Clock Sinks | `1024` |
| Tmin final | `6.73 ns` |
| Max frequency | `roughly 150 MHz` |
| Buffer depth of the longest clock path | `3` |
| Critical Path End Type | `primary output` |
| Number of distinct library cells after synthesis | `about 40` |
| Status | `complete, no violations` |
| Post-synthesis cell count from yosys | `2400` |
| Drt first pass iters | `5` |
| Crit path cell chain | `clkdlybuf4s50_1 -> or3b_2 -> buf_4 -> o22ai_1 -> a2111oi_0 -> nor3_1 -> buf_4 -> clkdlybuf4s50_1` |
| Top Layout Cells | `edfxtp_1 (1024), mux4_2 (425), mux2i_1 (183), buf_4 (122), clkdlybuf4s50_1 (105)` |
| Clock root buffer | `clkbuf_16` |
| Switch share | `22.9%` |
| Placeable Area | `116000 sq um` |
| Cell Pwr Density | `238 nW/um^2` |
| Final slew viol count | `0` |
| Slew Limit Headroom | `a little under a quarter` |
| Clock transition at the registers of the reported paths | `approximately 0.060 ns` |
| Total grt overflow | `0` |
| Cell Area, Synth | `47000 sq um` |
| Yosys stat chip area | `between 40000 and 50000 sq um` |
| Initial antenna violation count | `9` |
| Post-DP HPWL | `approximately 93000 microns` |
| Leakage | `0.0172 uW` |
| Clock power share | `about 40%` |
| WHS Endpoint | `rf[9][26]` |
| First-pass GRT wire length | `~210000 microns` |
| RSZ-0062 raised after global routing | `no` |
| Hold-fix buffers, CTS | `0` |
| Area Overhead vs Synth | `14.7%` |
| CP peak stage delay | `0.92 ns` |
| Core Rows | `125` |
| Fill count | `9432` |
| Worst Path Required | `5.92 ns` |
| Setup WS post-layout | `0.673 ns` |
| Synth warn | `1` |
| Syn_area_per_cell | `between 15 and 20 sq um` |
| Biggest register | `rf` |
| CTS tree | `built` |
| Critical Path Fanout Max | `24` |
| Tool warnings | `26` |
| # setup viols final | `0` |
| Worst Tran Pin Value | `1.13 ns` |
| FP Core Util | `roughly 40%` |
| PortBufs | `between 100 and 150` |
| Routed WL per cell | `between 30 and 40 microns` |
| Vias | `26500` |
| Fin. Hold Viols | `0` |
| Register share after synthesis | `65.5%` |
| Die Y | `between 300 and 400 microns` |
| Total GRT Usage | `28.2%` |
| Logic pwr share | `9.3%` |
| Final Cycle Share | `approximately nine tenths` |
| Crit start category | `input pin` |
| Max reg flops | `1024` |
| DRC violations left | `0` |
| Fin util | `46.3%` |
| CTS HTree Levels | `3` |
| Net Sw Power | `2930 uW` |
| Initial DRC Count | `about 1700` |
| Routed WL | `151000 microns` |
| Gpl congestion | `0.922` |
| # diodes | `0` |
| Worst hold start | `WD[26]` |
| TritonCTS buffer count | `104` |
| WHS | `1.63 ns` |
| Kind of critical path | `input pin to primary output` |
| Die width | `around 340 microns` |
| Antenna-violating nets left | `0` |
| Min-Delay Path Class | `input pin to flip-flop` |
| Biggest regs | `rf: 1024 flops` |
| Post-cts resize count | `0` |
| Dominant logic cell type in the layout | `edfxtp_1` |
| Registers, synthesis | `1024` |
| Setup TNS | `0 ns` |
| CP max-delay cell | `or3b_2` |
| Ports | `113` |
| Int Pwr | `9890 uW` |
| Vias per inst | `between 6 and 7` |
| Vias in the first global route | `29900` |
## cell type report
type | instances | area [sq um] | area share, %
Sequential cell | 1024 | 30700 | 57.1
Multi-Input combinational cell | 1150 | 15400 | 28.6
Clock buffer | 124 | 2680 | 4.97
Timing Repair Buffer | 250 | 2380 | 4.42
Tap cell | 1524 | 1910 | 3.54
Clock inverter | 70 | 636 | 1.18
Inverter | 25 | 96.3 | 0.179
## cells by family (layout without fill, tap and decap cells)
logic type	count (synthesis)	in the layout	synth area share, %
simple gates	187	187	1.94
buf+inv	226	469	2.31
flops	1024	1024	65.5
mux	632	632	24.9
compound gates	331	331	5.41
## worst max-delay path: cells and delay by family
family                 cells  cell delay (ns)
buffers and inverters      4             1.72
and+or+nand+nor            2             1.78
AOI/OAI and AO/OA          2             0.25
## Yosys cell counts
library cell | instances | share of area, %
a2111oi_0 | 31 | 0.58
a211o_1 | 23 | 0.43
a211oi_1 | 47 | 0.75
a21boi_0 | 1 | 0.016
a21oi_1 | 46 | 0.49
a221o_1 | 1 | 0.021
a221oi_1 | 23 | 0.43
a22o_1 | 62 | 1.2
a32o_1 | 9 | 0.19
and2_1 | 13 | 0.17
and3_1 | 1 | 0.013
and4_1 | 1 | 0.019
buf_1 | 7 | 0.056
buf_2 | 58 | 0.62
buf_4 | 20 | 0.32
buf_6 | 12 | 0.29
clkbuf_1 | 104 | 0.83
edfxtp_1 | 1024 | 65
inv_1 | 25 | 0.20
mux2_1 | 19 | 0.46
mux2_2 | 5 | 0.12
mux2i_1 | 183 | 3.9
mux4_2 | 425 | 20
nand2_1 | 65 | 0.52
nand2b_1 | 3 | 0.040
nand3_1 | 4 | 0.043
nand3b_1 | 7 | 0.11
nor2_1 | 35 | 0.28
nor2b_1 | 8 | 0.11
nor3_1 | 32 | 0.34
nor3_2 | 1 | 0.021
nor4_1 | 9 | 0.12
nor4b_2 | 1 | 0.032
o211ai_1 | 1 | 0.016
o221ai_1 | 31 | 0.58
o22a_1 | 1 | 0.019
o22ai_1 | 55 | 0.73
or3_1 | 2 | 0.027
or3b_1 | 2 | 0.037
or3b_2 | 3 | 0.056
## worst max-delay path by stage
stage,start,endpoint,slack [ns],cells after the start
6_report,A2[3],RD2[15],0.67,8
5_1_grt,A2[3],RD2[7],0.61,8
4_1_cts,A2[3],RD2[12],0.84,6
## power groups by stage
stage	clock network, uW	registers (uW)	logic [uW]
after CTS	5220	6480	1180
after global routing	5440	6490	1260
final	5150	6480	1190
## per-layer routing
layer	global-route usage (%)	share of wire [%]	vias to the layer above
met4	7.78	3.6	18
li1	-	-	10700
met5	1.36	0.18	-
met1	30.7	30	13300
met2	40.1	45	2160
met3	25.9	21	343
## through the flow
stage	total power (uW)	area, sq um	instances
finish	12800	53900	4167
global placement	7770	50500	3973
CTS	12900	53900	4167
detailed placement	7790	50500	3973
global route	13200	53900	4167
floorplan	7220	47000	2400
Power is estimated from default activity; no workload was simulated.
