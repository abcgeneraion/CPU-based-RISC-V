--- design/flow/design.v ---
module Im_4K( addr, dout);
    input [31:0] addr;
    output  [31:0] dout;
    reg [31:0] imem[127:0];
	initial
	begin
	imem[0]	=32'h00100193; 
	imem[1] =32'h00000213; 
	imem[2]=32'h00219293; 
	imem[3]=32'h0051D863; 
	imem[4]=32'h0001A303; 
	imem[5]=32'hFFF18213; 
	imem[6]=32'h000252E3; 
	imem[7]=32'h006220A3; 
	imem[8]=32'h00118193; 
	imem[9]=32'h00000517; 
	imem[10]=32'hFFA50067; 
	imem[11]=32'h00022383; 
	imem[12]=32'h007341E3; 
	imem[13]=32'h00000497; 
	imem[14]=32'hFFA48067; 
	imem[15]=32'h007220A3; 
	imem[16]=32'hFFF20213; 
	imem[17]=32'h00000417; 
	imem[18]=32'hFF540067; 
	imem[19]=32'h00002583; 
	imem[20]=32'h00102603; 
	imem[21]=32'h00202683; 
	imem[22]=32'h00302703; 
	imem[23]=32'h0;
	end
assign  dout = imem[addr];
endmodule    
--- design/flow/run.sh ---
#!/bin/bash
# OpenROAD 26Q1-2900-gdf79404cd8, Yosys 0.63+post, stock flow scripts
make -C /OpenROAD-flow-scripts/flow DESIGN_CONFIG=/design/flow/config.mk WORK_HOME=/design/flow/orfs finish
--- design/flow/config.mk ---
export PLATFORM = sky130hd
export DESIGN_NAME = Im_4K
export DESIGN_NICKNAME = Im_4K
export VERILOG_FILES = /design/flow/design.v
export SDC_FILE = /design/flow/constraint.sdc
export NUM_CORES = 4
export LEC_CHECK = 1
export CORE_AREA = 10 10 70 70
export DIE_AREA = 0 0 80 80
--- design/flow/constraint.sdc ---
current_design Im_4K

set clk_period 1.8
set clk_io_pct 0.2

create_clock -name clk0 -period $clk_period

set non_clock_inputs [all_inputs -no_clocks]
set_input_delay [expr $clk_period * $clk_io_pct] -clock clk0 $non_clock_inputs
set_output_delay [expr $clk_period * $clk_io_pct] -clock clk0 [all_outputs]
==> notes.md <==
run results: status=finished, violations left, failing checks=negative setup slack, post-DP HPWL=2318 microns, minimum clock period=1.961 ns, Hold Path Class=in -> out, vias per cell=about 5, Comb power frac=100.0%, grt peak-use layer=met2, antenna violations before repair=0, hold bufs inserted after CTS=0, GRT overflow=0, fp_density=between 20% and 30%, Mapped Area=around 780 sq um, Wirelength per Cell=17.22 microns, setup TNS=-1.052 ns, Worst Setup End Kind=primary output, clock buffers=0, Yosys Warn Count=1, Synth top cell by count=buf_4, ANT nets after route=0, Pins Over Slew Limit=0, Die Wd=approximately 80 microns, Power Internal=between 0.2 and 0.3 mW, Layout Area Growth over Synthesis=149.5%, RSZ-0062 raised after global routing=true, crit path kind=in -> out, Syn Area/Cell=7.120 sq um, share of power burned in registers=0%, final-report hold violation count=0, DRC=0, die area=between 0.006 and 0.007 sq mm, Post-synth seq share=0%, number of global-route vias before repair=1281, Flop area=0 sq um, crit path DAT=1.60 ns, post-synthesis cell type count=39, ANT cells=0, largest area contributor in the netlist=ha_1, top cells by area=ha_1 (16%), buf_4 (12%), a21oi_1 (5.1%), I/O Buffers=35, total track usage=12.23%, post-layout period usage=108.9%, TritonRoute pass-1 iters=4, die y size=80 microns, Leak Pwr=0.9127 nW, yosys stat chip area=approximately 780 sq um, worst slack at placement=-0.9479 ns, share of cells above drive strength 1=71.79%, final setup fails=16, Yosys top cell area share=15.97%, I/O pins=64, Net Switching=0.1982 mW, largest net degree at the start of global routing=10, Core Area=0.003416 sq mm, final worst slack=-0.1608 ns, Cell Pwr Density=249.5 mW/mm^2, fmax=510.0 MHz, Mapped Cells=110, met1 usage=15.16%, DRT Wirelength=4151 microns, worst path required time=1.44 ns, GPL Wtd Cong=0.9167, Switching Fraction=40.66%, Max-Cap Viols=0, CP startpoint kind=input port, GR met2 Demand/Resource=20.47%, tool warnings=between 60 and 70, flip-flops=0, first-pass GRT wire length=approximately 6400 microns, via count=around 1200, ys cells=between 100 and 150, worst-path maximum fanout=4, Commonest cells post-synth=buf_4 (13), ha_1 (10), nand2_1 (10), a21oi_1 (8), met3 Use GR=3.409%, VDD IR max=0.1489 mV, Initial DRC Count=roughly 64, num rows=21, Clock power frac=0%
per-layer routing:
layer	routed length [microns]	part of all wire, %
met2	1952	47
met1	1838	44
met3	299	7.2
met5	0	0
met4	60	1.4
cell usage in the layout, fill, tap and decap left out, types with 2 or more instances in the layout:
cell / instances
a211o_1: 2
buf_6: 32
buf_12: 3
mux2i_1: 2
buf_4: 38
nand2b_4: 2
nand2_2: 2
a21oi_2: 4
o21ai_0: 2
buf_2: 14
buf_8: 3
a21oi_1: 4
dlygate4sd2_1: 4
nand2_4: 2
nor2_1: 3
nand2b_1: 3
dlymetal6s2s_1: 2
clkdlybuf4s15_1: 2
ha_2: 2
a22oi_1: 2
ha_4: 8
nand2_1: 6
conb_1: 2
o211ai_1: 4
o21ai_1: 2
o22ai_2: 3
inv_2: 3
clkbuf_2: 2
nor2b_1: 3
through the flow:
| step | power, mW | cell area [sq um] | utilization [%] | hold WS (ns) | std cells |
|---|---|---|---|---|---|
| 6_report | 0.4876 | 1954 | 57.22 | 1.173 | 241 |
| 3_5_place_dp | 0.3312 | 1363 | 39.89 | 1.841 | 211 |
| 5_1_grt | 0.5215 | 1954 | 57.22 | 1.207 | 241 |
| 3_3_place_gp | 0.3329 | 1363 | 39.89 | 1.836 | 211 |
| 4_1_cts | 0.4481 | 1863 | 54.54 | 1.150 | 239 |
| 2_1_floorplan | 0.1436 | 787.0 | - | 0.7994 | 111 |
repair_timing:
action                     in CTS  in global routing
cloned                          2                  0
setup endpoints to repair      30                 27
buffers inserted               26                  3
gates resized                 175                 26
pin swaps                      26                 11
power by group through the flow:
stage	registers [mW]	logic, mW	clock network (mW)
4_1_cts	0	0.448	0
5_1_grt	0	0.521	0
6_report	0	0.488	0
final timing paths:
kind	start	to	slack [ns]	cells past startpoint
setup / recovery	addr[0]	dout[21]	-0.16	8
hold / removal	addr[0]	dout[28]	1.17	4
cell type report:
| type | instances | area [sq um] |
|---|---|---|
| Tap cell | 46 | 57.56 |
| Timing Repair Buffer | 102 | 970.9 |
| Fill cell | 257 | 1461 |
| Multi-Input combinational cell | 88 | 892.1 |
| Inverter | 5 | 33.78 |
kinds of logic (layout without fill, tap and decap cells):
group           count (synthesis)  after routing  synth area share, %
compound gates                 40             40                34.67
fa+ha+maj                      10             10                15.97
buf+inv                        23            107                19.65
mux                             6              6                9.584
other cells                     1              2               0.4788
simple gates                   30             30                19.65
critical path: stages:
cell and delay [ns]:
buf_8 0.09, inv_4 0.03, buf_6 0.12, ha_4 0.17, buf_6 0.12, buf_6 0.10, mux4_2 0.47, buf_2 0.14
Power figures rest on the tool's default switching activity, not on a simulated workload.
